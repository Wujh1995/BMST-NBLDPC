### ./config.mk
export PLATFORM = sky130hd
export DESIGN_NAME = NB_iter_ctrl
export DESIGN_NICKNAME = NB_iter_ctrl
export VERILOG_FILES = /design/flow/design.v
export SDC_FILE = /design/flow/constraint.sdc
export NUM_CORES = 4
export LEC_CHECK = 1
export CORE_AREA = 10 10 105 105
export DIE_AREA = 0 0 115 115
### ./design.v
`timescale 1ns / 1ps
module NB_iter_ctrl(   clk,
					reset,
					data_ready,
					max_iter_num,
					finish_H0,
					finish_H1,
					finish_H2,
					finish_H3,
					finish_H4,
					finish_H5,
					finish_H6,
					finish_H7,
					finish_H8,
					finish_H9,
					finish_P0,
					finish_P1,
					finish_P2,
					finish_P3,
					finish_P4,
					rd_addr_high_Lch,
					value_start,
					check_start,
					first_iter_flag,
					iter_num,
					Mux_result,
					output_ready
						 );
input clk,
	reset, 
	data_ready,
	finish_H0,
	finish_H1,
	finish_H2,
	finish_H3,
	finish_H4,
	finish_H5,
	finish_H6,
	finish_H7,
	finish_H8,
	finish_H9,
	finish_P0,
	finish_P1,
	finish_P2,
	finish_P3,
	finish_P4;
input [6:0] max_iter_num;	  
output  value_start,
		first_iter_flag,
		rd_addr_high_Lch,
		check_start;
output [6:0] iter_num;
output Mux_result;
output output_ready;
reg value_start,
    first_iter_flag,
	rd_addr_high_Lch,
    check_start;
reg iter_finished;
reg Mux_result;	
reg output_ready;
reg [6:0] iter_num;
reg [9:0] finish_value_update; 	 
reg [4:0] finish_check_update;
reg [6:0] max_iter;		 
reg [1:0] iter_state;
reg [1:0] data_ready_queue;			
parameter idle = 2'b00, value_node_update = 2'b01, check_node_update = 2'b11;
always @(posedge clk or negedge reset)
begin
	if(!reset)
	begin
		data_ready_queue <= 2'b00;
	end
	else
	begin
		if(data_ready == 1'b1)
		begin
			if(iter_finished == 1'b0)
			begin
				data_ready_queue[0] <= 1'b1;
				data_ready_queue[1] <= data_ready_queue[0];
			end
		end
		else if(iter_finished == 1'b1)
		begin
			if(data_ready_queue[1] == 1'b1)
			begin
				data_ready_queue[1] <= 1'b0;
			end
			else if(data_ready_queue[0] == 1'b1)
			begin
				data_ready_queue[0] <= 1'b0;
			end
		end
	end
end
always @(posedge clk or negedge reset)
    begin
	    if (!reset)
		begin
			value_start <= 1'b0; 			  
			check_start <= 1'b0;	
			first_iter_flag <= 1'b0;
			iter_finished <= 1'b0;
			iter_num <= 7'b0;		
			rd_addr_high_Lch <= 1'b1;
			max_iter <= max_iter_num;
			output_ready <= 1'b0;
			iter_state <= idle;
		end
		else
		    case(iter_state)
			    idle:
				begin	
					finish_value_update <= 10'd0;
					finish_check_update <= 5'd0;
					if (iter_finished == 1'b0 && data_ready_queue != 2'b00)
					begin
						value_start <= 1'b1; 
						check_start <= 1'b0;
						first_iter_flag <= 1'b1;
						iter_num <= 7'b0;
						output_ready <= 1'b0;
						Mux_result <= 1'b1; 
						rd_addr_high_Lch <= ~rd_addr_high_Lch;
						iter_state <= value_node_update;  
					end
					else
					begin
						value_start <= 1'b0;							
						check_start <= 1'b0;		
						first_iter_flag <= 1'b0;
						iter_num <= 7'b0;
						iter_finished <= 1'b0;
						output_ready <= 1'b0;
						Mux_result <= 1'b0;
						iter_state <= idle;
					end	
				end
				value_node_update:
				begin
					finish_check_update <= 5'd0;
					value_start <= 1'b0;
					if (finish_H0)
					  begin
						finish_value_update[0] <= 1'b1;
					  end
					if (finish_H1)
					  begin
						finish_value_update[1] <= 1'b1;
					  end
					if (finish_H2)
					  begin
						finish_value_update[2] <= 1'b1;
					  end
					if (finish_H3)
					  begin
						finish_value_update[3] <= 1'b1;
					  end
					if (finish_H4)
					  begin
						finish_value_update[4] <= 1'b1;
					  end
					if (finish_H5)
					  begin
						finish_value_update[5] <= 1'b1;
					  end
					if (finish_H6)
					  begin
						finish_value_update[6] <= 1'b1;
					  end
					if (finish_H7)
					  begin
						finish_value_update[7] <= 1'b1;
					  end
					if (finish_H8)
					  begin
						finish_value_update[8] <= 1'b1;
					  end
					if (finish_H9)
					begin
						finish_value_update[9] <= 1'b1;
					end
					if (finish_value_update == 10'b11_1111_1111)
					begin
						Mux_result <= 1'b0; 
						if(iter_num == max_iter)  
						begin
							iter_finished <= 1'b1;	
							output_ready <= 1'b1;
							iter_state <= idle;
						end	
						else
						begin
							iter_num <= iter_num + 1'b1;
							check_start <= 1'b1;
							Mux_result <= 1'b0;							
							iter_state <= check_node_update;	
						end										
					 end	
					else
					begin
						iter_state <= value_node_update;
					end	
				end
				check_node_update:       
				begin
					finish_value_update <= 10'd0;
					check_start <= 1'b0;
					if (finish_P0)
					  begin
						finish_value_update[0] <= 1'b1;
					  end
					if (finish_P1)
					  begin
						finish_value_update[1] <= 1'b1;
					  end
					if (finish_P2)
					  begin
						finish_value_update[2] <= 1'b1;
					  end
					if (finish_P3)
					  begin
						finish_value_update[3] <= 1'b1;
					  end
					if (finish_P4)
					  begin
						finish_value_update[4] <= 1'b1;
					  end 
					if (finish_value_update == 5'b11111)
					begin
						value_start <= 1'b1;
						Mux_result <= 1'b1;
						first_iter_flag <= 1'b0;
						iter_state <= value_node_update;
					end		 
					else
					begin
						iter_state <= check_node_update;	
					end
				end
				default:iter_state <= idle;
			endcase
	end
endmodule 
### ./constraint.sdc
current_design NB_iter_ctrl

set clk_period 2.1
set clk_io_pct 0.2

create_clock -name clk0 -period $clk_period [get_ports {clk}]

set non_clock_inputs [all_inputs -no_clocks]
set_input_delay [expr $clk_period * $clk_io_pct] -clock clk0 $non_clock_inputs
set_output_delay [expr $clk_period * $clk_io_pct] -clock clk0 [all_outputs]
### ./run.sh
#!/bin/bash
# OpenROAD 26Q1-2900-gdf79404cd8, Yosys 0.63+post, stock flow scripts
make -C /OpenROAD-flow-scripts/flow DESIGN_CONFIG=/design/flow/config.mk WORK_HOME=/design/flow/orfs finish
==> highlights.md <==
* 0.225 ns — worst slack at placement
* 0.397 — proportion of power drawn by the clock network
* 1.85 ns — Worst Path Arrival
* 1602 — via count of the first global-routing pass
* 0.500 — asr flop ratio synth
* 183 — yosys stat cell total
* 3 — worst reg2reg path depth
* 9.87 µm² — mean instance size in the synthesized netlist
* 2 — count of warnings emitted by yosys
* 0.06 ns — clock transition at the registers of the reported paths
* 0.114 — met2 GRT Util
* 0 — sum of overflow across all layers after global routing
* 0.268 — utilization after layout
* 0.896 — cycle use final
* 0 — number of setup violations in the final report
* 0.00783 ns — final setup skew
* 0 — number of failing hold endpoints at the final stage
* rd_addr_high_Lch — Worst Hold Endpoint
* 1510 — total number of vias
* 1.88 ns — final period demand of the worst path
* 0.205 mV — maximum vdd ir drop
* completed — status
* 1140 µW — total power draw
* 532 MHz — maximum frequency from static timing analysis
* 0 — post-route DRC violation count
* 36 — number of register bits inferred by synthesis
* 2 — clock tree buffer depth
* 4 — crit path max fanout
* 38 — I/O pin total
* register to register — Min-Delay Path Class
* 0.206 — Floorplan Utilization
* 0 ns — Final TNS setup
* 0.0132 mm² — die area
* 0.0206 — met3 track demand over resource
* 0.071 — combinational share of power
* 0 — Antenna Nets Post-Route
* 0 — initial antenna violation count
* 0.219 ns — worst setup slack after layout
* clkbuf_8 — Clock Tree Root
* dfrtp_1 — Post-synth top flop
* 7 — count of endpoints without a timing constraint
* 0 — CTS Hold Bufs
* 4750 µm — DRT Wirelength
* 112 — drt initial violations
* 14.3 µm — DR WL/cell
* 4.55 — vias per cell
* 1 — Min-Delay Path Depth
* 8310 µm — wire length of the first global-routing pass
* 0.000951 µW — Leak Pwr
* 0.111 — met1 usage in global routing
* 2.07 ns — Crit path required time
* 0.800 — RePlAce Congestion
* 0.00235 mm² — final std cell area, no fill
* register — kind of capture point of the worst setup path
* 0.611 ns — slew at the pin closest to its max-slew limit
* 25 — total tool warning count
* 262 µW — switching power
* 34 — row count
* 0.00181 mm² — Yosys Chip Area
* 0.593 — worst slew margin relative to its limit
* false — RSZ-0062 raised after global routing
* 26 — pin count of the biggest net entering global routing
* 115 µm — width of the chip
* 0.168 — area fraction in and, or, nand and nor cells
* 45 — Cell Type Count
* 183 — instance tally after logic synthesis
* 0.0758 — GRT Resource Usage Total
* 0 — total inserted antenna cells
* 2 — maximum level of the CTS H-tree
* 37 — count of input and output buffers
* 0 — number of gates given a new drive strength after cts
* 484 mW/mm² — pwr/cell area
* finish_value_update[6] — launch instance of the worst register-to-register path
* met2 — global route hottest layer
* 30.2% — area growth from synthesis to layout
* 0 — max-cap violation count
* 0.28 ns — Clk Latency, worst-skew pair
* 0.103 — layout cells sized above 1
* register to register — start-to-end type of the worst setup path
* 0.00227 mm² — Placed Area
* 0.00876 mm² — total core area
* 0.230 — switching fraction of total power
* 0 — setup bufs post-CTS
* 877 µW — Internal Power
* 5 — clock buffers created by TritonCTS
* 4 — first-pass iteration count of the detailed router
* 0 — max-slew violation count
* done — CTS tree
* 115 µm — Chip Height
* 0.00181 mm² — post-synthesis instance area
* AND-OR/OR-AND gates — largest non-sequential cell family by area
* register — startpoint kind of the worst setup timing path
* 0.0139 — Post-Synth Adder-Cell Area
* 0 — Synth mux share
* 0.0388 — Synth Area in XOR/XNOR
* 0.204 — compound-cell area share of the yosys netlist
* 7 — count of unclocked register or latch pins
* 11 — number of flops mapped to enable cells by yosys
* Mux_result — destination of the worst register-to-register timing path
* 3490 µm — post-DP HPWL
* 0.22 ns — slack of the worst reg-to-reg path
* 0.531 — sequential share of power
* rd_addr_high_Lch — source of the worst hold timing path
through the flow:
stage / hold slack (ns) / std cells
after floorplan: 0.124 / 183
after global placement: 0.479 / 324
after detailed placement: 0.483 / 324
after CTS: 0.497 / 332
after global routing: 0.504 / 332
final: 0.498 / 332
power by group through the flow:
stage / Combinational, µW / Clock (µW) / Sequential, µW
after CTS: 82.6 / 465 / 605
after global routing: 89.8 / 495 / 606
final: 81.0 / 453 / 605
placed cells by master, fill, tap and decap left out, types with 2 or more instances in the layout:
cell	instances
dlxtn_1	7
clkdlybuf4s50_1	37
nand2b_1	2
buf_4	6
a21o_1	2
a2111o_1	3
xor2_1	3
o21bai_1	2
a31oi_1	2
clkbuf_8	5
o211ai_1	6
nand4_1	4
o2111ai_1	4
and4_2	2
inv_1	14
nand2_1	26
and4_1	4
a211oi_1	4
and3_2	2
nor2_1	8
nand3_1	5
a21oi_1	16
o211a_1	2
clkinv_2	2
ha_1	2
dfstp_2	2
edfxtp_1	11
xnor2_1	5
o21ai_0	4
dfrtp_1	16
worst max-delay path by stage:
stage	from	endpoint
6_report	finish_value_update[6]	Mux_result
5_1_grt	finish_value_update[6]	Mux_result
4_1_cts	finish_value_update[6]	Mux_result
registers in the layout, indices dropped and copies added (netlist names):
signal               count
finish_value_update     10
iter_state               3
iter_num                 7
data_ready_queue         2
rd_addr_high_Lch         1
check_start              1
value_start              1
output_ready             1
first_iter_flag          1
max_iter                 7
Mux_result               1
iter_finished            1
cell usage after synthesis, types with 3 or more instances:
cell type / n / area (µm²)
nand3_1: 5 / 25.0
a211oi_1: 4 / 30.0
xor2_1: 3 / 26.3
a2111o_1: 3 / 33.8
and4_1: 4 / 35.0
dlxtn_1: 7 / 105
o211ai_1: 6 / 45.0
o21ai_0: 4 / 20.0
nand4_1: 4 / 25.0
edfxtp_1: 11 / 330
nand2_1: 26 / 97.6
xnor2_1: 5 / 43.8
nor2_1: 8 / 30.0
o2111ai_1: 4 / 35.0
a21oi_1: 16 / 80.1
inv_1: 14 / 52.6
clkbuf_8: 3 / 41.3
dfrtp_1: 16 / 400
buf_6: 3 / 33.8
clkbuf_1: 3 / 11.3
worst max-delay path, cell delays in order (launching register included):
cell	delay (ns)
edfxtp_1	0.37
or4_1	0.56
o41a_1	0.38
a211oi_1	0.27
cell type report:
cell class | instances | area [µm²]
inverters | 16 | 60.1
multi-input cells | 121 | 767
clock inverters | 3 | 17.5
repair buffers | 43 | 415
fillers | 920 | 6410
flip-flops and latches | 36 | 888
well taps | 108 | 135
clock buffers | 5 | 68.8
routing by layer:
metal  wire (µm)  part of all wire
met3         246             0.052
met2        2260              0.48
met5           0                 0
met4          38            0.0080
met1        2210              0.46
cells by family (layout without fill, tap and decap cells):
group | after synthesis | after routing
AND/OR/NAND/NOR | 59 | 59
AND-OR/OR-AND | 52 | 52
flip-flops | 29 | 29
buffers and inverters | 26 | 67
XOR/XNOR | 8 | 8
latches | 7 | 7
adder cells (fa/ha/maj) | 2 | 2
Power is estimated from default activity; no workload was simulated.
